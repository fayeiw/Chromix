===== design.v =====
`default_nettype none
`timescale 1ns/1ns
module debounce (clk,reset, button, debounced);
    input wire clk;
    input wire reset;
    input wire button;
    output reg debounced;
    reg[7:0] state;
    always@(posedge clk)
    begin
        if(reset == 1)
        begin
            state <= 8'b00000000;
        end
        else
        begin
            state <= {button, state[7:1]};
        end
    end
    always@(*)
    begin
        if (state == 8'b11111111)
        begin
            debounced = 1'b1;
        end
        else if (state == 9'b00000000)
        begin
            debounced = 1'b0;
        end
    end
endmodule
`default_nettype none
`timescale 1ns/1ns
module encoder(clk, reset, a, b, value);
    input clk;
    input reset;
    input a;
    input b;
    output reg [7:0] value;
    reg old_a;
    reg old_b;
    always @(posedge clk)
    begin
        if (reset == 1'b1)
        begin
            value <= 8'b0000_0000;
            old_a <= 1'b0;
            old_b <= 1'b0;
        end
        else
        begin
            case({a, old_a, b, old_b})
                4'b0111, 4'b1000:
                    value <= value + 1'b1;
                4'b0010, 4'b1101:
                    value <= value - 1'b1;
                default:
                    value <= value;
            endcase
            old_a <= a;
            old_b <= b;
        end
    end
endmodule
`default_nettype none
`timescale 1ns/1ns
module pwm (clk, reset, out, level);
    parameter WIDTH = 8;
    input wire clk;
    input wire reset;
    input wire [WIDTH-1:0] level;
    output wire out;
    reg[WIDTH-1:0] counter;
    always@(posedge clk)
    begin
        if(reset == 1)
        begin
            counter <= 0;
        end
        else
            counter <= counter + 1'b1;
    end
    assign out = (counter < level) ? 1 : 0;
endmodule 
`default_nettype none
`timescale 1ns/1ns
module rgb_mixer (clk, reset, enc0_a, enc0_b, enc1_a, enc1_b, enc2_a, enc2_b, pwm0_out, pwm1_out, pwm2_out);
    input clk;
    input reset;
    input enc0_a;
    input enc0_b;
    input enc1_a;
    input enc1_b;
    input enc2_a;
    input enc2_b;
    output pwm0_out;
    output pwm1_out;
    output pwm2_out;
    wire o0_a;
    wire o0_b;
    wire[7:0] enc0;
    wire o1_a;
    wire o1_b;
    wire[7:0] enc1;
    wire o2_a;
    wire o2_b;
    wire[7:0] enc2;
    debounce d0(.clk(clk), .reset(reset), .button(enc0_a), .debounced(o0_a));
    debounce d1(.clk(clk), .reset(reset), .button(enc0_b), .debounced(o0_b));
    encoder e0(.clk(clk), .reset(reset), .a(o0_a), .b(o0_b), .value(enc0));
    pwm p0(.clk(clk), .reset(reset), .level(enc0), .out(pwm0_out));
    debounce d3(.clk(clk), .reset(reset), .button(enc1_a), .debounced(o1_a));
    debounce d4(.clk(clk), .reset(reset), .button(enc1_b), .debounced(o1_b));
    encoder e1(.clk(clk), .reset(reset), .a(o1_a), .b(o1_b), .value(enc1));
    pwm p1(.clk(clk), .reset(reset), .level(enc1), .out(pwm1_out));
    debounce d5(.clk(clk), .reset(reset), .button(enc2_a), .debounced(o2_a));
    debounce d6(.clk(clk), .reset(reset), .button(enc2_b), .debounced(o2_b));
    encoder e2(.clk(clk), .reset(reset), .a(o2_a), .b(o2_b), .value(enc2));
    pwm p2(.clk(clk), .reset(reset), .level(enc2), .out(pwm2_out));
endmodule           

===== run.sh =====
#!/bin/bash
# OpenROAD 26Q1-2900-gdf79404cd8, Yosys 0.63+post, stock flow scripts
make -C /OpenROAD-flow-scripts/flow DESIGN_CONFIG=/design/flow/config.mk WORK_HOME=/design/flow/orfs finish

===== config.mk =====
export PLATFORM = sky130hd
export DESIGN_NAME = rgb_mixer
export DESIGN_NICKNAME = rgb_mixer
export VERILOG_FILES = /design/flow/design.v
export SDC_FILE = /design/flow/constraint.sdc
export NUM_CORES = 4
export LEC_CHECK = 1
export CORE_UTILIZATION = 40

===== constraint.sdc =====
current_design rgb_mixer

set clk_period 6.7
set clk_io_pct 0.2

create_clock -name clk0 -period $clk_period [get_ports {clk}]

set non_clock_inputs [all_inputs -no_clocks]
set_input_delay [expr $clk_period * $clk_io_pct] -clock clk0 $non_clock_inputs
set_output_delay [expr $clk_period * $clk_io_pct] -clock clk0 [all_outputs]

==> PnR_summary.wiki <==
== Flow metrics ==
{| class="wikitable"
! Metric !! Value
|-
| Status || complete, no violations
|-
| Via-to-Cell Ratio || 5.02
|-
| First DRT Iteration DRCs || between 90 and 100
|-
| FF-to-FF path depth || 8
|-
| HPWL reported at the end of detailed placement || between 5000 and 6000 µm
|-
| Clk pin slew, worst setup/hold paths || 0.06 ns
|-
| Startpoint kind of the worst setup timing path || flip-flop
|-
| Standard-cell rows || about 40
|-
| Final total negative setup slack || 0 ns
|-
| Number of buffers inserted to repair setup after CTS || 0
|-
| Distinct cell type count of the synthesized netlist || roughly 52
|-
| Final Power || approximately 1200 µW
|-
| Number of instances in the synthesized netlist || ~530
|-
| Most used flip-flop cell after synthesis || dfxtp_1
|-
| Cells on Worst Hold Path || 1
|-
| Final clock period utilization by the worst path || between 50 and 60%
|-
| Syn Area/Cell || 9.29 µm²
|-
| Critical Setup Path Class || reg2out
|-
| Number of H-tree levels || 3
|-
| Final Skew || approximately 0.0085 ns
|-
| Hold buffer count at CTS || 0
|-
| Highest Clock Rate || 289 MHz
|-
| Number of register pins that no clock reaches || 6
|-
| Yosys top cell area share || 41.4%
|-
| Path type of the worst min-delay path || reg2reg
|-
| Number of remaining DRC errors || 0
|-
| Setup-failing EPs final || 0
|-
| Number of standard cells reported by yosys || between 500 and 600
|-
| Syn. warnings || 3
|-
| Number of inserted diodes || 0
|-
| Yosys synthesis chip area || about 4900 µm²
|-
| TritonCTS clock tree || yes
|-
| Total number of vias || 3464
|-
| Worst VDD drop || around 170 µV
|-
| Number of synthesized register bits || 108
|-
| Leakage power total || about 0.0023 µW
|-
| Critical path fanouts, max || 4
|-
| Post-synthesis cell type with the largest combined area || dfxtp_1
|-
| Power per cell area || 214 nW/µm²
|-
| Count of maximum capacitance violations || 0
|-
| Clock tree root buffer cell || clkbuf_16
|-
| Slew Limit Fails || 0
|-
| Number of unconstrained endpoints || 6
|-
| Data required time of the worst path || ~5.4 ns
|-
| Placed cell count || a little under 700
|-
| Critical path capture point type || output port
|-
| RePlAce Congestion || 0.832
|-
| Count of library flops with an enable pin || 0
|-
| Headroom to the max-slew limit || 42.3%
|-
| Critical path arrival || ~2.1 ns
|-
| Cells taking the most area after synthesis || dfxtp_1 (41%), ha_1 (11%), nor2b_1 (7.4%)
|-
| Number of failing hold endpoints at the final stage || 0
|-
| Post-CTS Resized || 0
|-
| Worst hold slack || around 0.46 ns
|-
| Antenna violations before repair || 0
|-
| Area added between synthesis and finish || 10.3%
|-
| TritonCTS Buffers || 9
|-
| Number of global-route vias before repair || 3277
|-
| Core ar. || 12000 µm²
|-
| Async SR Flop Fraction || 0%
|-
| Detailed-router iteration count before antenna repair || 4
|-
| Cell area after technology mapping || 4930 µm²
|-
| RSZ-0062 raised after global routing || no
|-
| Port buffer count || 10
|-
| Wire length of the first global-routing pass || roughly 14000 µm
|-
| Total die size || roughly 13000 µm²
|-
| Maximum clock insertion buffer count || 2
|-
| Time the worst path needs with I/O delays and setup || roughly 3.5 ns
|-
| Overall die height || ~110 µm
|-
| ANT nets after route || 0
|-
| Summed area of non-filler cells in the final layout || between 5000 and 6000 µm²
|-
| Number of cells in the finished layout apart from fillers || roughly 700
|-
| Overflow left after global routing || 0
|-
| Flop-to-flop setup slack || 3.87 ns
|-
| Initial Util || 41.1%
|-
| Horizontal extent of the die || 113 µm
|-
| I/O pin count || 11
|-
| Fraction of final layout cells with drive strength greater than 1 || ~4.2%
|-
| WL final || between 8000 and 9000 µm
|-
| Late-Pin Clk Latency || ~0.34 ns
|-
| Post-place instance area || 5170 µm²
|-
| Average wire length per cell after detail routing || roughly 12 µm
|-
| Global-route usage over all layers || 13.8%
|-
| Stage-log warning count || 26
|-
| Transition at the pin with the smallest max-transition slack || roughly 0.87 ns
|-
| Maximum number of pins on one net before global-route repair || 80
|}
==> area by class of cell <==
| cell class | instances | area, µm² |
|---|---|---|
| clock buffer | 11 | 233 |
| tap | 147 | 184 |
| timing repair buffer | 12 | 113 |
| clock inverter | 5 | 41.3 |
| sequential | 108 | 2130 |
| multi-input combinational | 381 | 2640 |
| fill | 1133 | 6570 |
| inverter | 26 | 97.6 |
==> per-stage QoR <==
stage | worst slack [ns] | util, %
after global routing | 3.10 | 45.3
after global placement | 3.61 | 43.0
after floorplan | 4.07 | -
after detailed placement | 3.61 | 43.0
final | 3.24 | 45.3
after CTS | 3.21 | 45.3
==> cell usage after synthesis, types with 3 or more instances <==
cell type and count:
nand2_1 27, nand4_1 16, clkbuf_1 14, nand4b_1 3
and3_1 10, nor2_1 49, o21a_1 4, o22ai_1 3
ha_1 43, dfxtp_1 102, inv_1 26, nand2b_1 5
nor4_1 15, nand3_1 14, a21o_1 14, nor3_1 6
xor2_1 19, mux2i_1 4, o211ai_1 3, nor2b_1 58
a21oi_1 31, dlxtn_1 6, a31oi_1 4, xnor2_1 15
a211oi_1 4, o21ai_0 4, fa_1 3
==> power breakdown <==
group / internal, µW / leakage (µW) / total, µW / switching, µW
combinational: 26.4 / 0.00126 / 48.8 / 22.4
sequential: 619 / 0.000872 / 627 / 8.47
clock: 257 / 0.000132 / 486 / 230
==> worst max-delay path: stages (launching register included) <==
cell	delay [ns]
dfxtp_1	0.40
inv_1	0.07
ha_1	0.29
a21o_1	0.16
a21oi_1	0.14
o211ai_1	0.11
a21oi_1	0.15
clkdlybuf4s50_1	0.47
==> cell families (layout without fill, tap and decap cells) <==
group	after synthesis	count (layout)	share of synthesized area (%)
simple gates	211	211	22.8
flops	102	102	41.4
compound gates	83	83	11.0
fa+ha+maj	46	46	12.1
buf+inv	42	54	3.22
xor+xnor	34	34	6.04
mux	7	7	1.57
latches	6	6	1.83
==> worst paths after layout <==
kind	to	startpoint
worst min-delay path	p0.counter[0]	p0.counter[0]
worst max register to register	e1.value[7]	e1.old_b
worst max-delay path	pwm1_out	e1.value[1]
worst min register to register	p0.counter[0]	p0.counter[0]
==> placed cells by master (no fill, tap or decap), types with 3 or more instances in the layout <==
master / count
o21a_1: 4
a211oi_1: 4
nand4_1: 16
ha_1: 43
o211ai_1: 3
o22ai_1: 3
nand3_1: 14
o21ai_0: 4
nand4b_1: 3
nor2_1: 49
nor2b_1: 58
and3_1: 10
dlxtn_1: 6
nor4_1: 15
a21oi_1: 31
buf_4: 3
xor2_1: 19
inv_1: 26
nand2b_1: 5
xnor2_1: 15
fa_1: 3
clkbuf_16: 9
clkdlybuf4s50_1: 9
a21o_1: 14
nand2_1: 27
mux2i_1: 4
a31oi_1: 4
nor3_1: 6
dfxtp_1: 102
==> layer usage <==
| layer | up-vias | share of wire [%] | global-route usage (%) |
|---|---|---|---|
| li1 | 1866 | - | - |
| met1 | 1556 | 54 | 20.8 |
| met2 | 36 | 42 | 21.4 |
| met3 | 6 | 3.0 | 2.95 |
| met4 | 0 | 0.99 | 2.19 |
| met5 | - | 0 | 0 |
No activity file was given, so power comes from the tool's default toggle rates.
